===== design/flow/design.v =====
module count 
#(
    parameter  NB_SW      = 3 ,
    parameter  NB_COUNTER = 32
)
(
    output                o_valid,  
    input [NB_SW - 1 : 0] i_sw   ,
    input                 i_reset,
    input                 clock
);
    localparam R0 = 2**(NB_COUNTER-10)-1;
    localparam R1 = 2**(NB_COUNTER-11)-1;
    localparam R2 = 2**(NB_COUNTER-12)-1;
    localparam R3 = 2**(NB_COUNTER-13)-1;
    reg  [NB_COUNTER  - 1 : 0] counter;
    reg                        valid;
    wire [NB_COUNTER  - 1 : 0] limit_counter;
    assign limit_counter =  (i_sw[2:1]==2'b00) ? R0 :
                            (i_sw[2:1]==2'b01) ? R1 : 
                            (i_sw[2:1]==2'b10) ? R2 : R3;
    always @(posedge clock) begin
        if(i_reset) begin
            counter <= {NB_COUNTER{1'b0}};  
            valid   <= 1'b0;
        end
        else if(i_sw[0]) begin 
            if(counter >= limit_counter) begin
                counter <= {NB_COUNTER{1'b0}};
                valid   <= 1'b1;
            end
            else begin
                counter <= counter + {{NB_COUNTER-1{1'b0}},1'b1};  
                valid   <= 1'b0;
            end
        end
        else begin
            counter <= counter;
            valid   <= valid;
        end
    end
    assign o_valid = valid;
endmodule
module shiftreg
#(
    parameter  NB_LEDS = 4
)
(
    output [NB_LEDS - 1 : 0]    o_led  ,
    input                       i_valid,
    input                       i_reset,
    input                       clock
);
    reg [NB_LEDS - 1 : 0] shiftregister;
    always @(posedge clock) begin
        if(i_reset) begin
            shiftregister <= {{NB_LEDS-1{1'b0}},1'b1}; 
        end
        else if (i_valid) begin
            shiftregister <= {shiftregister[NB_LEDS-2:0],shiftregister[NB_LEDS-1]};            
        end
        else begin
            shiftregister <= shiftregister;
        end
    end
    assign o_led = shiftregister;
endmodule
module top
#(
    parameter  NB_SW      = 4 ,
    parameter  NB_COUNTER = 16,
    parameter  NB_LEDS    = 4
)
(
    output [NB_LEDS - 1 : 0] o_led  ,
    output [NB_LEDS - 1 : 0] o_led_b,
    output [NB_LEDS - 1 : 0] o_led_g,
    input  [NB_SW   - 1 : 0] i_sw   ,                    
    input                    i_reset,
    input                    clock
);
    wire                   connect_count_to_sr;
    wire [NB_LEDS - 1 : 0] connect_led_to_mux ;
    wire [NB_SW   - 1 : 0]  sw_w                   ;     
    wire                    reset                  ;
    count
        #(
            .NB_SW      (NB_SW-1   ),
            .NB_COUNTER (NB_COUNTER)
        )
        u_count
            (
                .o_valid(connect_count_to_sr),  
                .i_sw   (i_sw[2:0]          ),
                .i_reset(~i_reset            ),
                .clock  (clock              )
            );
    shiftreg 
        #(
            .NB_LEDS (NB_LEDS)
        )
        u_shiftreg
            (
                .o_led  (connect_led_to_mux ),
                .i_valid(connect_count_to_sr),
                .i_reset(~i_reset            ),
                .clock  (clock              )
            );
    assign o_led   = connect_led_to_mux;
    assign o_led_b = (i_sw[3]==1'b0) ? connect_led_to_mux : {NB_LEDS{1'b0}}     ;
    assign o_led_g = (i_sw[3]==1'b0) ? {NB_LEDS{1'b0}}      : connect_led_to_mux;
endmodule

===== design/flow/run.sh =====
#!/bin/bash
# OpenROAD 26Q1-2900-gdf79404cd8, Yosys 0.63+post, stock flow scripts
make -C /OpenROAD-flow-scripts/flow DESIGN_CONFIG=/design/flow/config.mk WORK_HOME=/design/flow/orfs finish

===== design/flow/config.mk =====
export PLATFORM = sky130hd
export DESIGN_NAME = top
export DESIGN_NICKNAME = top
export VERILOG_FILES = /design/flow/design.v
export SDC_FILE = /design/flow/constraint.sdc
export NUM_CORES = 4
export LEC_CHECK = 1
export CORE_AREA = 10 10 99 99
export DIE_AREA = 0 0 109 109

===== design/flow/constraint.sdc =====
current_design top

set clk_period 3.1
set clk_io_pct 0.2

create_clock -name clk0 -period $clk_period [get_ports {clock}]

set non_clock_inputs [all_inputs -no_clocks]
set_input_delay [expr $clk_period * $clk_io_pct] -clock clk0 $non_clock_inputs
set_output_delay [expr $clk_period * $clk_io_pct] -clock clk0 [all_outputs]

==> flow_metrics.tcl <==
# metrics dict for downstream scripts
set metrics [dict create \
    clk_path_buf_depth 2 \
    yosysWarnings 2 \
    syn_area_mm2 0.00116 \
    relSlewSlack_pct 59.6 \
    path_clk_slew_ps 70 \
    worst_slack_ps 647 \
    fp-row-count 32 \
    avgRoutedWirePerCell_um 10.1 \
    grt_pass1_wl_um 3870 \
    drtIter0Drc 13 \
    areaGrowthSynthToFinish_pct 26.8 \
    io_buffers 17 \
    worst_path_max_delay_cell "clkdlybuf4s50_1" \
    ys_types 28 \
    dp_worst_setup_slack_ps 477 \
    pin_count 18 \
    global_route.overflow_total 0 \
    synth.area.top_cells "dfxtp_1, xnor2_1, nor3b_2" \
    drt-total-wl_um 2420 \
    p_per_area_mw_per_mm2 338 \
    synth-edff-count 0 \
    syn_area_per_cell_um2 9.45 \
    final-setup-viol-count 0 \
    hold_path_class "reg2reg" \
    status "finished clean" \
    fmax_ghz 0.408 \
    clk_latency_ps 250 \
    core_area_mm2 0.00773 \
    grt_max_degree 22 \
    grt_pass1_vias 808 \
    ys_chip_area_mm2 0.00116 \
    fin_skew_ps 3.71 \
    num-fill-cells 842 \
    rsz0062_at_grt "false" \
    hold_buffers 0 \
    initCoreUtil_pct 15.0 \
    ir_worst_vdd_v 0.000147 \
    fp.dieW_um 109 \
    synthArstFlopShare_pct 0 \
    maxCapViolCount 0 \
    hold_viol 0 \
    ys_cells 123 \
    via_per_inst 3.69 \
    grt_usage_pct 3.86 \
    finalCritPeriodShare_pct 79.1 \
    route.detailed.drc 0 \
    drv_slew 0 \
    antenna_found_initial 0 \
    worst_pin_slew_ps 603 \
    warnings 25 \
    tritoncts "yes" \
    cts_setup_buffers 0 \
    postSynthSeqShare_pct 36.2 \
    period_minus_slack_ps 2450 \
    power_leakage_nw 0.437 \
    startpoint_type "primary input" \
    gp_congestion 0.771 \
    vias 886 \
    cts-resized-gates 0 \
    tns_ps 0 \
    logic_area_um2 696 \
    die_area_mm2 0.0119 \
    cp_cell_sequence "clkdlybuf4s50_1 -> and2_1 -> clkdlybuf4s50_1" \
    flop_cell "dfxtp_1" \
    top_area_share_pct 36.2 \
    crit_type "in2out" \
    worstPathMaxFanout 8 \
    design_area_mm2 0.00147 \
    clockRootBuffer "clkbuf_8" \
    max_stage_delay_ps 590 \
    regArea_um2 420 \
    dp_hpwl_um 1780 \
    dpl_cell_area_mm2 0.00143 \
    numCtsBuffers 3 \
    die_h_um 109 \
    synth_cells 123 \
    top_area_cell "dfxtp_1" \
    n_antenna_cell 0 \
    drtPass1Iterations 4 \
    ant_nets 0 \
    worstPathArrival_ps 1830 \
    crit_required_ps 2480 \
    cts_max_level 1 \
    critPathMostFrequentCell "clkdlybuf4s50_1" \
    cts_sinks 21 \
    drive_above_1_share_pct 10.9 \
    ys_ff 21 \
    end_kind "output pin" \
]
[where the power goes]
group | leakage [nW] | internal (mW) | switching [mW]
sequential | 0.170 | 0.275 | 0.00629
clock | 0.0228 | 0.0914 | 0.0838
combinational | 0.244 | 0.0262 | 0.0154
total | 0.437 | 0.392 | 0.106
[logic make-up (layout without fill, tap and decap cells)]
group	after synthesis	count (layout)	synth area share, %
XOR/XNOR	15	15	11.3
multiplexers	5	5	4.31
adder cells (fa/ha/maj)	4	4	4.31
flip-flops	21	21	36.2
AND/OR/NAND/NOR	63	63	35.4
AND-OR/OR-AND	5	5	4.52
buffers and inverters	10	25	3.98
[final timing paths]
check / startpoint / end / slack (ps) / depth (start not counted)
worst max-delay path: i_sw[3] / o_led_g[3] / 650 / 3
worst min-delay path: u_count.counter[15] / u_count.counter[15] / 550 / 2
worst max register to register: u_count.counter[7] / u_count.counter[14] / 1330 / 4
worst min register to register: u_count.counter[15] / u_count.counter[15] / 550 / 2
[per-layer routing]
metal	track usage [%]	wire, µm	vias up
met2	6.04	1120	12
met3	0.179	39	4
li1	-	-	463
met5	0	0	-
met1	5.56	1200	407
met4	1.32	63	0
[cell type report]
| cell class | count | area share, % |
|---|---|---|
| multi-input cells | 92 | 47.2 |
| well taps | 102 | 8.66 |
| clock buffers | 4 | 3.06 |
| inverters | 4 | 1.02 |
| repair buffers | 17 | 11.5 |
| flip-flops and latches | 21 | 28.5 |
[metrics by stage]
step,power [mW],hold WS (ps),utilization (%),cells
after global routing,0.519,596,19.1,240
after global placement,0.328,531,18.5,236
after floorplan,0.308,470,-,123
final,0.498,545,19.1,240
after detailed placement,0.330,543,18.5,236
after CTS,0.506,551,19.1,240
[critical path: cells and delay by family]
kind	cells	cell delay, ps
buffers and inverters	2	1060
AND/OR/NAND/NOR	1	160
[cells in the final DEF (no fill, tap or decap), drive strengths merged]
cell / netlist / layout
mux2i: 5 / 5
nor3b: 12 / 12
or4: 2 / 2
nor3: 1 / 1
dfxtp: 21 / 21
or2: 1 / 1
nand3: 6 / 6
nor2: 8 / 8
nand2: 8 / 8
xor2: 1 / 1
xnor2: 14 / 14
nor2b: 7 / 7
nor4: 7 / 7
nand4: 6 / 6
ha: 4 / 4
a21oi: 1 / 1
and2: 5 / 5
o21ai: 1 / 1
inv: 4 / 4
a31oi: 1 / 1
a31o: 1 / 1
a41oi: 1 / 1
clkdlybuf4s50: 0 / 17
clkbuf: 4 / 4
[registers in the layout, indices dropped and copies added, names as in the netlist]
register,flops
u_count.counter,16
u_shiftreg.shiftregister,4
u_count.valid,1
[synth_stat cells, types with 4 or more instances]
| cell type | number |
|---|---|
| inv_1 | 4 |
| nor2_1 | 8 |
| dfxtp_1 | 21 |
| nor4_1 | 6 |
| mux2i_1 | 5 |
| ha_1 | 4 |
| nor2b_1 | 7 |
| nand4_1 | 6 |
| and2_1 | 5 |
| clkbuf_1 | 4 |
| xnor2_1 | 14 |
| nor3b_1 | 6 |
| nor3b_2 | 6 |
| nand2_1 | 8 |
| nand3_1 | 6 |
Power figures rest on the tool's default switching activity, not on a simulated workload.
